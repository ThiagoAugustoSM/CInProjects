==> flow/design.v <==
module mult(
input [31:0] inA,
input [31:0] inB,
input AtivMult,
output reg [31:0] outHI,
output reg [31:0] outLO,
input clk
);
reg [64:0] P;
reg [64:0] S;
reg [64:0] A;
reg [31:0] aux;
integer estado = 4;
integer flag;
integer count;
always @(posedge clk) begin
		case(estado)
			32'd0: begin  
					if(inA[31:0] == 32'd0 || inB[31:0] == 32'd0 )begin
						outHI = 32'd0;
						outLO = 32'd0;
						estado = 4;
					end
					else begin
						P[64:33] <= 32'd0;
						A[64:33] <= inA[31:0];
						aux[31:0] = ~inA[31:0];
						aux[31:0] = aux[31:0] + 32'd1;
						S[64:33] = aux[31:0];
						estado <= 1;
					end
				end
			32'd1: begin  
					A[32:1] <= 32'b0;
					S[32:1] <= 32'b0;
					P[32:1] <= inB[31:0];
					estado <= 2;
					A[0] = 1'b0;
					S[0] = 1'b0;
					P[0] = 1'b0;
					count <= 32;
				end
			32'd2: begin  
					if(count == 0)
							estado = 3;
					else begin
						case(P[1:0])
							2'b10: begin
								P = P + S;
							end
							2'b01: begin
								P = P + A;
							end
						endcase
						count = count - 1;
						P = P >>> 1;  
						estado = 2;
					end
				end
			32'd3: begin  
					outHI <= P[64:33];
					outLO <= P[32:1];
					estado <= 4;
					flag <= 0;
				end
			32'd4: begin  
					estado = 4;
					if(flag == 1)
						estado = 0;
				end
		endcase
end
always @(posedge AtivMult)begin
	flag = 1;
end
endmodule
==> flow/run.sh <==
#!/bin/bash
# OpenROAD 26Q1-2900-gdf79404cd8, Yosys 0.63+post, stock flow scripts
make -C /OpenROAD-flow-scripts/flow DESIGN_CONFIG=/design/flow/config.mk WORK_HOME=/design/flow/orfs finish
==> flow/config.mk <==
export PLATFORM = sky130hd
export DESIGN_NAME = mult
export DESIGN_NICKNAME = mult
export VERILOG_FILES = /design/flow/design.v
export SDC_FILE = /design/flow/constraint.sdc
export NUM_CORES = 4
export LEC_CHECK = 1
export CORE_UTILIZATION = 30
==> flow/constraint.sdc <==
current_design mult

set clk_period 24.7
set clk_io_pct 0.2

create_clock -name clk0 -period $clk_period [get_ports {AtivMult}]
create_clock -name clk1 -period $clk_period [get_ports {clk}]

set non_clock_inputs [all_inputs -no_clocks]
set_input_delay [expr $clk_period * $clk_io_pct] -clock clk0 $non_clock_inputs
set_output_delay [expr $clk_period * $clk_io_pct] -clock clk0 [all_outputs]
==> job_summary.md <==
## Synthesis and layout report

| Metric | Value |
|---|---|
| I/O pin cnt | `~130` |
| Hold Crit Endpoint | `P[23]` |
| Setup Buffers After CTS | `0` |
| Syn Inst Count | `1003` |
| Diode count | `0` |
| Seq share, synth | `0.588` |
| Clk buf depth | `3` |
| YS chip area | `11500 sq um` |
| Fraction of layout cells with a size suffix above 1 | `0.0849` |
| Setup Skew | `0.0181 ns` |
| Final Hold Fails | `0` |
| Final count of pins violating max slew | `0` |
| Area delta synth->final | `23.4%` |
| Hold Path Class | `reg2reg` |
| Wirelength per Cell | `roughly 15 um` |
| CTS H-tree lvls | `1` |
| GRT overflow | `0` |
| Final worst slack | `15.94 ns` |
| Main synth FF type | `edfxtp_1` |
| Avg Cell Area, Syn | `11.5 sq um` |
| Worst Path Required | `24.86 ns` |
| RSZ-0062 raised after global routing | `no` |
| Hold_buf cts | `0` |
| Count of tool warnings | `30` |
| Switching power | `around 480 uW` |
| First-pass GRT wire length | `40400 um` |
| DRC | `0` |
| Async set-reset flop share out of synthesis | `0` |
| GRT Overall Usage | `0.137` |
| Ys cells | `roughly 1000` |
| Post-CTS resize count | `0` |
| Seq pwr share | `0.388` |
| Vias per inst | `4.73` |
| Initial antenna violation count | `0` |
| Clk slew on worst S/H paths | `0.06 ns` |
| R2R Setup Slk | `between 20 and 25 ns` |
| DPL Wire Length | `17800 um` |
| Run status | `finished clean` |
| TritonCTS clock tree | `yes` |
| Flops after synth | `225` |
| Actual slew at the worst max-slew pin | `0.905 ns` |
| DR iter-0 viols | `325` |
| Maximum vdd drop | `0.0779 mV` |
| Mapped Area | `11500 sq um` |
| Routed wire length | `25300 um` |
| Vias in the first global route | `7652` |
| Setup crit end kind | `flop` |
| Core ar. | `between 30000 and 40000 sq um` |
| ANT nets after route | `0` |
| Die width | `198 um` |
| Std cell rows | `71` |
| Pin count of the biggest net entering global routing | `74` |
| Internal Power | `924 uW` |
| Synth unique cells | `60` |
| Reg2reg end | `P[62]` |
| CTS root buffer | `clkbuf_16` |
| Fp util | `0.305` |
| P per Cell Area | `about 100 nW/um^2` |
| Setup Crit Path Kind | `in2reg` |
| Total negative slack | `0 ns` |
| Top-area cell share | `0.588` |
| # fillers | `3644` |
| R2r worst-path depth | `13` |
| GPL Wtd Cong | `0.877` |
| Num CTS Buffers | `26` |
| Slew margin rel. | `0.394` |
| Ys Warns | `approximately 65` |
| Max_cap viols | `0` |
| Setup violations, final | `0` |
| Yosys top cell by area | `edfxtp_1` |
| DP Worst Slack | `15.35 ns` |
| CP Max Fanout | `57` |
| PortBufs | `roughly 130` |
| Hold path startpoint | `P[24]` |
| Reg2reg start | `P[1]` |
| Sw Share | `0.341` |
| Chip area | `between 30000 and 40000 sq um` |
| Post-synth EDFFs | `225` |
| CTS sink count | `225` |
| Hold depth | `2` |
| Chip height | `198 um` |
| Drt first pass iters | `5` |
| Comb pwr share | `0.361` |
| Crit path launch type | `primary input` |
| Leakage | `0.00530 uW` |
| Top cells by area | `edfxtp_1 (59%), nand2_1 (5.1%), ha_1 (4.0%), and2_1 (3.4%), mux2_2 (2.9%)` |
| DR vias | `7877` |
| Arr. time, crit path | `8.92 ns` |
| Clock share of power | `0.251` |
-- critical path, cell delays in order --
cell and delay, ns:
clkdlybuf4s50_1 0.51, or4_4 0.60, or4b_4 0.54, or3_4 0.44
nor4_4 0.48, a31oi_2 0.24, inv_2 0.13, nand2_2 0.07
a21oi_4 0.26, buf_4 0.62
-- Yosys cell counts, types with 3 or more instances --
library cell and count:
mux2_2 30, clkbuf_1 27, nor3b_1 3, buf_1 7, or4_1 7, nand2_1 156
o31ai_1 4, inv_1 18, nand2b_1 8, nor4b_1 3, nor3_1 34, o21ai_0 30
xnor2_1 38, nor4_1 18, or3_1 16, and3_1 6, a21oi_1 52, o21a_1 5
edfxtp_1 225, a211oi_1 5, nor2b_1 8, ha_1 37, and2_1 62, a31oi_1 9
or3b_2 3, nand3b_1 4, nor2_1 73, xor2_1 28, a21o_1 19, mux2i_1 6
nand4_1 9, nand3_1 17, o21bai_1 3
-- registers in the layout, summed over array words and instances (netlist names) --
register / count
A: 31
P: 64
S: 32
count: 32
estado: 3
outHI: 31
outLO: 32
-- cell type report --
class,instances,area (sq um),share of cell area
Clock buffer,31,669,0.0472
Clock inverter,16,116,0.00820
Inverter,20,75.1,0.00529
Multi-Input combinational cell,723,4570,0.322
Sequential cell,225,6760,0.476
Tap cell,511,639,0.0451
Timing Repair Buffer,139,1360,0.0959
-- layer usage --
metal | vias up | wire length [um] | global-route usage
met5 | - | 0 | 0
met4 | 0 | 466 | 0.0247
met3 | 34 | 1950 | 0.0351
met2 | 213 | 11200 | 0.206
met1 | 3686 | 11700 | 0.211
li1 | 3944 | - | -
-- metrics by stage --
| step | total power, uW | hold WS [ns] | instance area [sq um] | util | instances |
|---|---|---|---|---|---|
| finish | 1400 | 0.531 | 14200 | 0.377 | 1665 |
| global route | 1500 | 0.556 | 14200 | 0.377 | 1665 |
| CTS | 1410 | 0.530 | 14200 | 0.377 | 1665 |
| detailed placement | 1050 | 0.516 | 13400 | 0.356 | 1618 |
| global placement | 1050 | 0.514 | 13400 | 0.356 | 1618 |
| floorplan | 930 | 0.501 | 11500 | - | 1003 |
-- power groups by stage --
| stage | Clock (uW) | Combinational, uW | Sequential (uW) |
|---|---|---|---|
| 5_1_grt | 377 | 570 | 552 |
| 6_report | 352 | 506 | 545 |
| 4_1_cts | 362 | 506 | 545 |
-- kinds of logic (layout without fill, tap and decap cells) --
group	Yosys count	after routing	synth area share
AND/OR/NAND/NOR	435	435	0.187
flip-flops	225	225	0.588
AND-OR/OR-AND	147	147	0.0794
XOR/XNOR	66	66	0.0503
buffers and inverters	55	206	0.0183
adder cells (fa/ha/maj)	38	38	0.0420
multiplexers	36	36	0.0346
other	1	1	0.000326
-- worst max path at each step --
stage | start | cells past startpoint | to | slack (ns)
4_1_cts | inA[6] | 10 | outLO[23] | 15.92
5_1_grt | inA[6] | 10 | outLO[31] | 15.72
6_report | inA[6] | 10 | outLO[30] | 15.94
-- placed cells by master, fill, tap and decap left out, drive strengths merged, types with 28 or more instances in the layout --
| cell type | Yosys | routed |
|---|---|---|
| clkbuf | 27 | 31 |
| xor2 | 28 | 28 |
| mux2 | 30 | 30 |
| and2 | 63 | 63 |
| nor2 | 73 | 73 |
| clkdlybuf4s50 | 0 | 127 |
| nand2 | 157 | 157 |
| nor3 | 34 | 34 |
| o21ai | 30 | 30 |
| xnor2 | 38 | 38 |
| ha | 37 | 37 |
| edfxtp | 225 | 225 |
| a21oi | 53 | 53 |
Power and IR drop assume default switching activity.
