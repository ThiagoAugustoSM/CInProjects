==> flow/config.mk <==
export PLATFORM = sky130hd
export DESIGN_NAME = boothmulitplier
export DESIGN_NICKNAME = boothmulitplier
export VERILOG_FILES = /design/flow/design.v
export SDC_FILE = /design/flow/constraint.sdc
export NUM_CORES = 4
export LEC_CHECK = 1
export CORE_UTILIZATION = 30
==> flow/constraint.sdc <==
current_design boothmulitplier

set clk_period 10.4
set clk_io_pct 0.2

create_clock -name clk0 -period $clk_period

set non_clock_inputs [all_inputs -no_clocks]
set_input_delay [expr $clk_period * $clk_io_pct] -clock clk0 $non_clock_inputs
set_output_delay [expr $clk_period * $clk_io_pct] -clock clk0 [all_outputs]
==> flow/design.v <==
module partialproduct(input1,segment,output1);
	input [7:0] input1;
	input [2:0] segment;
	output reg [15:0] output1;
		always @(*) begin
			case (segment)
				3'b000:output1=$signed(1'b0);
				3'b001:output1=$signed(input1);
				3'b010:output1=$signed(input1);
				3'b011:
					begin
					output1=$signed(input1);
					output1=$signed(input1)<<<1;
					end
				3'b100:begin
					output1=$signed(input1);
					output1=$signed(~output1+1'b1);
					output1=$signed(output1)<<<1;
					end
				3'b101:begin
					output1=$signed(input1);
					output1=$signed(~output1+1'b1);
					end
				3'b110:begin
					output1=$signed(input1);
					output1=$signed(~output1+1'b1);
					end
				3'b111:output1=$signed(16'b0);	
			endcase
		end
endmodule
module boothmulitplier(a,b,c);
	input [7:0] a;
	input [7:0] b;
	output [15:0] c;
	wire [15:0] temp [3:0];
	partialproduct p0(a,{b[1:0],1'b0},temp[0]);
	partialproduct p1(a,b[3:1],temp[1]);
	partialproduct p2(a,b[5:3],temp[2]);
	partialproduct p3(a,b[7:5],temp[3]);
	assign c = $signed(temp[0])+$signed(temp[1]<<<2)+$signed(temp[2]<<<4)+$signed(temp[3]<<<6);	
endmodule
module boothmultiplier_testbench();
	reg [7:0] a;
	reg [7:0] b;
	wire [15:0] c;
	boothmulitplier DUT(a, b, c);
	initial begin
		a = 0; b = 0;
		#100
		#(100) a = 10;
		b = 10;
		#(100) b = 20;
	end
endmodule
==> flow/run.sh <==
#!/bin/bash
# OpenROAD 26Q1-2900-gdf79404cd8, Yosys 0.63+post, stock flow scripts
make -C /OpenROAD-flow-scripts/flow DESIGN_CONFIG=/design/flow/config.mk WORK_HOME=/design/flow/orfs finish
==> changes_impl.md <==
### Physical design

- Slowest CP cell: fa_1
- Highest metal used: met4
- Number of cells on the worst hold path: 4
- Slew @ Worst Pin: 802 ps
- Tool warning count: 32
- Worst EP required: 8320 ps
- Unrepaired setup endpoints after global routing: no
- Height of the die: 101 µm
- Post_cts resized: 0
- Worst setup EP type: output pin
- Die x size: 101 µm
- Via density: 5.47
- Largest net degree at the start of global routing: 25
- Minimum clock period: 9870 ps
- CP Max Fanout: 9
- Vias in the first global route: 3,014
- Synth top cells by count: inv_1 (42), nand2_1 (41), a21oi_1 (40)
- Yosys Chip Area: 2950 µm²
- Hold Crit Class: input port to output pin
- Seq share, synth: 0%
- Final worst path period share: 94.9%
- Crit Path Category: input port to output pin
- Critical path buffers and inverters: 5
- # Post-CTS Setup Buffers: 0
- Synth top area share: 14.2%
- Initial DRC count: 208
- Most frequent cell after synthesis: inv_1
- CP peak stage delay: 550 ps
- Synthesis Warnings: 2
- Routed WL: 8.88 mm
- Cells after Synth: 435
- Chip footprint: 10,200 µm²
- F_max: 101 MHz
- Worst setup endpoint: c[15]
- Avg WL per Cell: 15.3 µm
- Met2 Wirelength: 4.16 mm
- Rows: 35
- Syn_area_per_cell: 6.79 µm²
- Core Area: 9370 µm²
- Via Count: 3,168
- Synth area leader: fa_1
- Total power: 0.457 mW
- Post-cts hold buffer count: 0
- Metal1 wirelength: 4.06 mm
- N_diodes: 0
- Final Wtd Congestion: 0.982
- Antenna-violating nets left: 0
- Crit path depth: 20
- Gr ovfl total: 0
- Dpl hpwl: 7.08 mm
- PortBufs: 32
- Flops: 0
- Worst VDD drop: 81.9 µV
- CP arrival: 7790 ps
- Top cells by area: fa_1 (14%), ha_1 (7.6%), a21oi_1 (6.8%)
- Io pins: 32
- P&R area growth vs syn: 15.4%
- Global Route Usage Sum: 19.0%
- Pwr Density: 134 nW/µm²
- Final number of hold-violating endpoints: 0
- First-pass GRT wire length: 15.1 mm
- DRC: 0
- Final setup vio count: 0
- CP Launch Type: input port
- Max transition margin: 46.1%
- FP Util: 31.5%
- Clock buf count: 0
- Crit path from: a[0]
- Lkg Pwr: 1.39 nW
- Ys cells: 435
- Max Slew Vio Count: 0
- Cell Type Count: 66
- Top cell family by delay on the critical path: adder cells
- Crit path cell chain: clkdlybuf4s50_1 -> inv_1 -> ha_1 -> or3b_1 -> or3_4 -> xnor2_4 -> mux2_2 -> o21ai_0 -> fa_1 -> inv_1 -> fa_1 -> inv_1 -> ha_1 -> a21oi_1 -> nor2_1 -> nor4_1 -> o31ai_1 -> a31o_2 -> xnor3_1 -> clkdlybuf4s50_1
- Syn Std Cell Area: 2950 µm²
- Antenna violations before repair: 0
- TritonRoute pass-1 iters: 5
- CP dominant cell by count: inv_1
- Setup TNS Final: 0 ps
- Layout cells sized above 1: 7.56%
- Max Cap Viol: 0
- Storage cell area: 0 µm²
- Routed wl met3: 450 µm
- Status: completed
-- cell type report --
| type | count | area (µm²) |
|---|---|---|
| fill | 1018 | 5970 |
| multi-input combinational | 359 | 2640 |
| timing repair buffer | 48 | 440 |
| inverter | 43 | 161 |
| tap | 129 | 161 |
-- logic make-up (layout without fill, tap and decap cells) --
| logic type | count (synthesis) | in the layout | synth area share, % |
|---|---|---|---|
| compound gates | 145 | 145 | 31.6 |
| simple gates | 139 | 139 | 23.6 |
| buf+inv | 76 | 91 | 10.5 |
| fa+ha+maj | 49 | 49 | 25.3 |
| xor+xnor | 23 | 23 | 7.93 |
| mux | 3 | 3 | 1.10 |
-- worst min path at each step --
stage	start	endpoint	slack, ps
CTS	a[0]	c[0]	5300
global route	a[0]	c[0]	5340
finish	a[0]	c[0]	5290
-- power by group --
part           internal, mW  switching [mW]
clock                     0               0
sequential                0               0
combinational         0.257           0.200
-- worst min-delay path, cell delays in order --
cell and delay, ps:
clkdlybuf4s50_1 420, buf_4 180, and2_1 140, clkdlybuf4s50_1 390
-- cell usage in the layout (no fill, tap or decap), types with 4 or more instances in the layout --
cell type        Yosys  final
o31ai_1              4      4
inv_1               42     42
a211o_1              5      5
xnor2_1             18     18
ha_1                18     18
nor3_1               8      8
nand3_1              9      9
a31oi_1              5      5
nand2b_1            10     10
nor2_1              39     39
o21ai_0             35     35
buf_4                1     16
o22ai_1              9      9
a211oi_1             6      6
nor3b_1              4      4
a21oi_1             40     40
clkdlybuf4s50_1      0     32
maj3_1              10     10
nand3b_1             4      4
nand2_1             41     41
fa_1                21     21
or2_2                5      5
o211ai_1             6      6
-- metal layers --
| metal | up-vias | track usage [%] |
|---|---|---|
| met5 | - | 0 |
| met4 | 0 | 3.90 |
| met3 | 12 | 1.19 |
| met2 | 108 | 31.9 |
| met1 | 1480 | 27.5 |
| li1 | 1568 | - |
-- stage by stage --
step	setup WS, ps	hold slack [ps]	cells	util [%]	instance area [µm²]
finish	535	5290	579	36.3	3410
global route	196	5340	579	36.3	3410
CTS	527	5300	579	36.3	3410
detailed placement	553	5290	579	36.3	3410
global placement	578	5290	579	36.3	3410
floorplan	1750	4240	435	-	2950
No activity file was given, so power comes from the tool's default toggle rates.
